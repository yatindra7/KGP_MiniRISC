$ cat flow/run.sh
#!/bin/bash
# OpenROAD 26Q1-2900-gdf79404cd8, Yosys 0.63+post, stock flow scripts
make -C /OpenROAD-flow-scripts/flow DESIGN_CONFIG=/design/flow/config.mk WORK_HOME=/design/flow/orfs finish
$ cat flow/config.mk
export PLATFORM = sky130hd
export DESIGN_NAME = alu
export DESIGN_NICKNAME = alu
export VERILOG_FILES = /design/flow/design.v
export SDC_FILE = /design/flow/constraint.sdc
export NUM_CORES = 4
export LEC_CHECK = 1
export CORE_UTILIZATION = 50
$ cat flow/constraint.sdc
current_design alu

set clk_period 16.5
set clk_io_pct 0.2

create_clock -name clk0 -period $clk_period

set non_clock_inputs [all_inputs -no_clocks]
set_input_delay [expr $clk_period * $clk_io_pct] -clock clk0 $non_clock_inputs
set_output_delay [expr $clk_period * $clk_io_pct] -clock clk0 [all_outputs]
$ cat flow/design.v
`timescale 1ns / 1ps
module cla_16bit_augmented(
    input [15:0] in1,
    input [15:0] in2,
    input c_in,
    output [15:0] s,
    output c_out,
    output p_out,
    output g_out
    );
	wire [4:0] c;  
	wire [3:0] p, g;  
	cla_4bit_augmented cla1(.in1(in1[3:0]), .in2(in2[3:0]), .c_in(c_in), .s(s[3:0]), .p_out(p[0]), .g_out(g[0]));
	cla_4bit_augmented cla2(.in1(in1[7:4]), .in2(in2[7:4]), .c_in(c[1]), .s(s[7:4]), .p_out(p[1]), .g_out(g[1]));
	cla_4bit_augmented cla3(.in1(in1[11:8]), .in2(in2[11:8]), .c_in(c[2]), .s(s[11:8]), .p_out(p[2]), .g_out(g[2]));
	cla_4bit_augmented cla4(.in1(in1[15:12]), .in2(in2[15:12]), .c_in(c[3]), .s(s[15:12]), .p_out(p[3]), .g_out(g[3]));
	lookahead_carry_unit lcu(.c_in(c_in), .p(p), .g(g), .c(c), .p_out(p_out), .g_out(g_out));
	assign c_out = c[4];
endmodule
`timescale 1ns / 1ps
module cla_4bit_augmented(
   input [3:0] in1,
   input [3:0] in2,
   input c_in,
   output [3:0] s,
   output p_out,
   output g_out
   );
   wire [3:0] p,g,c;   
   assign p = in1 ^ in2;
   assign g = in1 & in2;
   assign c[0] = c_in;
   assign c[1] = g[0] | (p[0] & c[0]);
   assign c[2] = g[1] | (p[1] & g[0]) | (p[1] & p[0] & c[0]);
   assign c[3] = g[2] | (p[2] & g[1]) | (p[2] & p[1] & g[0]) | (p[2] & p[1] & p[0] & c[0]);
   assign s = p ^ c;
   assign p_out = p[3] & p[2] & p[1] & p[0];
   assign g_out = g[3] | (p[3] & g[2]) | (p[3] & p[2] & g[1]) | (p[3] & p[2] & p[1] & g[0]);
endmodule
 `timescale 1ns / 1ps
module lookahead_carry_unit(
    input c_in,
    input [3:0] p,
    input [3:0] g,
    output [4:0] c,
    output p_out,
    output g_out
    );
	assign c[0] = c_in;
	assign c[1] = g[0] | (p[0] & c_in);
	assign c[2] = g[1] | (p[1] & g[0]) | (p[1] & p[0] & c_in);
	assign c[3] = g[2] | (p[2] & g[1]) | (p[2] & p[1] & g[0]) | (p[2] & p[1] & p[0] & c_in);
	assign c[4] = g[3] | (p[3] & g[2]) | (p[3] & p[2] & g[1]) | (p[3] & p[2] & p[1] & g[0]) | (p[3] & p[2] & p[1] & p[0] & c_in);
	assign p_out = p[3] & p[2] & p[1] & p[0];
	assign g_out = g[3] | (p[3] & g[2]) | (p[3] & p[2] & g[1]) | (p[3] & p[2] & p[1] & g[0]);
endmodule
`timescale 1ns / 1ps
module alu(
    input signed [31:0] input1,
    input [31:0] input2,
    input [4:0] shamt,
    input [3:0] control,
    output reg [31:0] out,
    output zero,
				sign,
	 output reg carry
    );
    wire [31:0] sum, compliment, bitand, bitxor, sll, srl, sra;
    wire sumcarry;
    wire [31:0] shamt_muxout;  
    wire sum_c_out, p1, g1, p2, g2;
    cla_16bit_augmented cla1(
									.in1(input1[15:0]),
									.in2(input2[15:0]),
									.c_in(1'b0),
									.s(sum[15:0]),
									.c_out(sum_c_out),
									.p_out(p1),
									.g_out(g1)
									);
    cla_16bit_augmented cla2(
									.in1(input1[31:16]),
									.in2(input2[31:16]),
									.c_in(sum_c_out),
									.s(sum[31:16]),
									.c_out(sumcarry),
									.p_out(p2),
									.g_out(g2)
									);
    assign zero = input1 == 32'b0 ? 1'b1 : 1'b0;  
    assign sign = input1[31] == 1'b1 ? 1'b1 : 1'b0;
    assign compliment = ~input2 + 1'b1;
    assign bitand = input1 & input2;
    assign bitxor = input1 ^ input2;
    assign shamt_muxout = control[0] ? input2 : {27'b0, shamt};
    assign sll = input1 << shamt_muxout;
    assign srl = input1 >> shamt_muxout;
    assign sra = input1 >>> shamt_muxout;
    wire [31:0] diff;
    diff diff1(.in1(input1), .in2(input2), .out(diff));
    always @(*) begin
        case(control[3:0])
            4'b1000: 
                begin
                    out = sum;
                    carry = sumcarry;
                end
            4'b1001:
                begin
                    out = compliment;
                    carry = 1'b0;
                end
            4'b1010:
                begin
                    out = bitand;
                    carry = 1'b0;
                end
            4'b1011:
                begin
                    out = bitxor;
                    carry = 1'b0;
                end
            4'b0100:
                begin
                    out = sll;
                    carry = 1'b0;
                end
            4'b0101:
                begin
                    out = srl;
                    carry = 1'b0;
                end
            4'b1100:
                begin
                    out = sll;
                    carry = 1'b0;
                end
            4'b1101:
                begin
                    out = srl;
                    carry = 1'b0;
                end
            4'b1110:
                begin
                    out = sra;
                    carry = 1'b0;
                end
            4'b0110:
                begin
                    out = sra;
                    carry = 1'b0;
                end
            4'b1111:
                begin
                    out = diff;
                    carry = 1'b0;
                end
            4'b0111:
                begin
                    out = 32'b0;
                    carry = 1'b0;
                end
            default:
                begin
                    out = 32'b0;
                    carry = 1'b0;
                end
        endcase
    end
endmodule
`timescale 1ns / 1ps
module diff(
	input [31:0] in1,
					in2,
	output reg [31:0] out
    );
	wire [31:0] temp_xor;
	integer i, temp_i;
	assign temp_xor = in1 ^ in2;
	always @(*) begin
		for (i = 31; i >= 0; i=i-1) begin
			if (temp_xor[i]) begin
				temp_i = i;
			end
		end
		for (i = 0; i < 32; i=i+1) begin
			if (i == temp_i) out[i] = 1'b1;
			else out[i] = 1'b0;
		end
	end
endmodule
==> flow_summary.ini <==
; synthesis and place-and-route metrics
[cells_and_area]
fin_util = 0.5767
synthToLayoutAreaGrowth_pct = 12.97
final_design_area_no_fill_um2 = 9941
layout-drive-gt1-share = 0.08171
layout_top_cell = sky130_fd_sc_hd__nor2_1
largest_reg_flops = 32
final_layout_top_logic_cells = sky130_fd_sc_hd__nor2_1 (174), sky130_fd_sc_hd__a21oi_1 (118), sky130_fd_sc_hd__nand2_1 (114)

[logic_synthesis]
synth_top_cell_by_area = sky130_fd_sc_hd__mux4_2
muxShareOfSynthArea = 0.1683
edf_count = 0
yosys.stat.chipArea_um2 = 8800
synth.yosys.warnings = 34
avgSynthCellArea_um2 = 6.728
simple_gate_share = 0.3021
ff_type = sky130_fd_sc_hd__dlxtn_1
async_reset_ff_frac = 0
fraction_of_synthesized_cell_area_in_xor_and_xnor_cells = 0.03285
synth.top_cells.by_area = sky130_fd_sc_hd__mux4_2 (12%), sky130_fd_sc_hd__nor2_1 (7.5%), sky130_fd_sc_hd__a21oi_1 (6.7%)
aoi_share = 0.3044
ys_cells = 1308
ys.flops = 32
synth.logic.top_family = AND-OR/OR-AND gates
cell_area_synth_um2 = 8800
yosys.cell_types.count = 76
synth_adder_area_share = 0.06512
synthCells = 1308
netlist.area_leader.share = 0.1152

[timing]
finalCritPeriodShare = 0.6942
finalSetupTns_ns = 0
grt_setup_unrepaired = false
finalSetupViolCount = 0
tightest_slew_ns = 0.9704
finalWorstPathRequiredPeriod_ns = 11.45
unconstrained_endpoints = 32
timing.max_slew.rel_slack = 0.3481
fmax_mhz = 87.30
final_hold_viol_count = 0
count_of_unclocked_register_or_latch_pins = 32
final-max-slew-violation-count = 0
hold_ws_ns = 7.725

[critical_path]
end_kind = output port
timing.critical_path.slowest_cell_delay_ns = 0.87
worst-setup-path-type = input port to output port
cp.required_ns = 13.20
critPathLaunchType = input port
crit_chain = clkdlybuf4s50_1 -> or4_1 -> or4b_1 -> o31a_2 -> buf_4 -> nor3_1 -> mux2i_1 -> o32a_1 -> o21ai_0 -> a221oi_1 -> o21ai_0 -> clkdlybuf4s50_1
worst_ep_arrival_time_ns = 8.15
max_stage_delay_cell_worst_path = sky130_fd_sc_hd__nor3_1
worst-path-max-fanout = 62
worst_setup_path_startpoint = input2[26]

[placement]
detailedPlacementHpwl_um = 32800
globalplace.congestion = 1.083
postPlaceCellArea_um2 = 9941
io_buffers = 108

[status]
run_status = finished, final reports clean

[detailed_routing]
wl_per_cell_um = 27.75
antenna-diode-count = 0
post_drt_via_cell_ratio = 7.296
drtPass1Iterations = 6
postRouteAntennaNets = 0
drt-initial-drc-count = 1663
wl_um = 43260
route.vias.total = 11370
drc = 0

[grt]
aggregate_global_routing_overflow = 0
grt_pass1_wl_um = 63800
groute.usage.overall = 0.4880
antenna_found_initial = 1
first_global_vias = 10160
grt_start_max_net_pins = 67

[floorplanning]
dieHeight_um = 134.7
core_region_area_um2 = 17240
die_area_um2 = 18130
ios = 108
floorplan.core_util = 0.5105
fp.dieW_um = 134.7
num_rows = 48

[hold_path]
timing.hold.worst.start = input1[31]
worstHoldPathType = input port to output port

[clocking]
cts.repair.resized = 0
cts_setup_buffers = 0
hold_buffers = 0

[power]
leakagePower_nw = 3.626
report.power.total_w = 0.0003638
power-per-cell-area_nw_per_um2 = 36.60
worst_ir_drop_vdd_mv = 0.02768

[job]
stage_log_warnings = 33
cap_viol_max_count = 0
critical path: cells and delay by family:
family	cells	cell delay [ns]
multiplexers	1	0.23
AND-OR/OR-AND	5	1.11
buffers and inverters	3	1.41
AND/OR/NAND/NOR	3	2.06
power breakdown:
group | switching [W] | total (W) | internal (W)
Combinational | 0.000226 | 0.000364 | 0.000137
Clock | 0 | 0 | 0
Sequential | 0 | 0.000000192 | 0.000000192
layer usage:
layer | vias to the layer above | part of all wire | global-route usage
met4 | 2 | 0.071 | 0.2603
met2 | 911 | 0.42 | 0.7068
li1 | 5010 | - | -
met5 | - | 0.00030 | 0
met1 | 5243 | 0.37 | 0.6477
met3 | 208 | 0.14 | 0.1648
synth_stat cells, types with 11 or more instances:
master and instances:
sky130_fd_sc_hd__inv_1 36, sky130_fd_sc_hd__nand4_1 11, sky130_fd_sc_hd__xor2_1 13, sky130_fd_sc_hd__nand3_1 34, sky130_fd_sc_hd__nand2_1 114, sky130_fd_sc_hd__and2_1 40, sky130_fd_sc_hd__mux2i_1 40, sky130_fd_sc_hd__a21oi_1 118
sky130_fd_sc_hd__nor2b_1 11, sky130_fd_sc_hd__o21ai_1 12, sky130_fd_sc_hd__nor4_1 38, sky130_fd_sc_hd__a22oi_1 18, sky130_fd_sc_hd__ha_1 33, sky130_fd_sc_hd__o221ai_1 13, sky130_fd_sc_hd__or3_1 12, sky130_fd_sc_hd__o21ai_0 79
sky130_fd_sc_hd__a21o_1 12, sky130_fd_sc_hd__mux4_2 45, sky130_fd_sc_hd__clkbuf_1 73, sky130_fd_sc_hd__nor3_1 71, sky130_fd_sc_hd__o211ai_1 18, sky130_fd_sc_hd__dlxtn_1 32, sky130_fd_sc_hd__a211oi_1 20, sky130_fd_sc_hd__nor2_1 175
sky130_fd_sc_hd__a31oi_1 13, sky130_fd_sc_hd__buf_2 21, sky130_fd_sc_hd__o22ai_1 27, sky130_fd_sc_hd__xnor2_1 20
final cells by class:
class	instances	area (um2)
tap	225	281.5
timing repair buffer	138	1296
multi-input combinational	1128	7747
inverter	36	135.1
sequential	32	480.5
fill	1594	7296
logic make-up after synthesis:
| group | Yosys count |
|---|---|
| latches | 32 |
| adder cells (fa/ha/maj) | 41 |
| buffers and inverters | 148 |
| AND/OR/NAND/NOR | 549 |
| AND-OR/OR-AND | 414 |
| multiplexers | 91 |
| XOR/XNOR | 33 |
worst paths after layout:
kind	endpoint	slack, ns	cells past startpoint
worst max-delay path	out[19]	5.05	12
worst min-delay path	sign	7.73	3
per-stage QoR:
stage	setup WS [ns]	std cells
2_1_floorplan	6.865	1308
3_3_place_gp	5.302	1559
3_5_place_dp	5.203	1559
4_1_cts	5.171	1559
5_1_grt	4.829	1559
6_report	5.045	1559
Power figures rest on the tool's default switching activity, not on a simulated workload.
