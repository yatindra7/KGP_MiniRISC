### /design/flow/run.sh
#!/bin/bash
# OpenROAD 26Q1-2900-gdf79404cd8, Yosys 0.63+post, stock flow scripts
make -C /OpenROAD-flow-scripts/flow DESIGN_CONFIG=/design/flow/config.mk WORK_HOME=/design/flow/orfs finish
### /design/flow/design.v
`timescale 1ns / 1ps
module branching_mechanism(
    input [31:0] pc_in,
    input [31:0] dest_addr,
    input [31:0] reg1,
    input [1:0] branch_control_signal,
    input [5:0] ins_func_code,
    input [2:0] alu_flag,
    input rst,
    input clk,
    output reg [31:0] pc_out,
    output reg [31:0] ref
    );
    reg [2:0] old_flag;
    always @(posedge clk) begin
        if(rst)
            old_flag <= 3'b000;
        else
            old_flag <= alu_flag;
    end
    always @(*) begin
        ref <= pc_in+32'd1;
        if(rst)
            pc_out <= 32'd0;
        else begin 
            case(branch_control_signal)
                2'b01: begin
                    case(ins_func_code)
                        6'b000000: begin
                            pc_out<=reg1;
                        end
                        6'b000001:begin
                            if(alu_flag[1]==1'b1)
                                pc_out<=dest_addr;
                            else
                                pc_out<=pc_in+32'd1;
                        end
                        6'b000010:begin
                            if(alu_flag[0]==1'b1)
                                pc_out<=dest_addr;
                            else
                                pc_out<=pc_in+32'd1;
                        end
                        6'b000011:begin
                            if(alu_flag[0]==1'b0)
                                pc_out<=dest_addr;
                            else
                                pc_out<=pc_in+32'd1;
                        end
                        default: begin
                            pc_out<=pc_in+32'd1;
                        end
                    endcase 
                end
                2'b10: begin
                    case(ins_func_code)
                        6'b000000: begin
                            pc_out<=dest_addr;
                        end
                        6'b000001:begin
                            if(old_flag[2]==1'b1)
                                pc_out<=dest_addr;
                            else
                                pc_out<=pc_in+32'd1;
                        end
                        6'b000010:begin
                            if(old_flag[2]==1'b0)
                                pc_out<=dest_addr;
                            else
                                pc_out<=pc_in+32'd1;
                        end
                        default: begin
                            pc_out<=pc_in+32'd1;
                        end
                    endcase 
                end
                2'b11: begin
                    pc_out<=dest_addr;
                end
                default: begin
                    pc_out<=pc_in+32'd1;
                end
            endcase
        end
    end
endmodule
### /design/flow/config.mk
export PLATFORM = sky130hd
export DESIGN_NAME = branching_mechanism
export DESIGN_NICKNAME = branching_mechanism
export VERILOG_FILES = /design/flow/design.v
export SDC_FILE = /design/flow/constraint.sdc
export NUM_CORES = 4
export LEC_CHECK = 1
export CORE_UTILIZATION = 40
### /design/flow/constraint.sdc
current_design branching_mechanism

set clk_period 8.2
set clk_io_pct 0.2

create_clock -name clk0 -period $clk_period [get_ports {clk}]

set non_clock_inputs [all_inputs -no_clocks]
set_input_delay [expr $clk_period * $clk_io_pct] -clock clk0 $non_clock_inputs
set_output_delay [expr $clk_period * $clk_io_pct] -clock clk0 [all_outputs]
==> results.cfg <==
; generated from flow reports
[status]
status = complete, no violations

[synth]
synthesis.area_mm2 = 0.002830
ff_type = dfxtp_1
yosys_warnings = 1
ys_types = 73
ys_async_sr_fraction_pct = 0
synth_flops = 1
synth_top_area_share_pct = 7.604
synth_area_leader_cell = o21ai_0
yosysCellCount = 454
edf_count = 0
synth_seq_share_pct = 0.7073
ys_chip_area_mm2 = 0.002830
syn_avg_cell_area_um2 = 6.234
top_cells_by_area = o21ai_0 7.6%, a21oi_1 7.3%, nor2_1 6.2%
synthCells = 454

[routing]
avgViaCountPerCell = 6.370
drcViolationCount = 0
num_antenna_cells = 0
ant_nets = 0
first_pass_iters = 7
wl_mm = 13.42
vias = 4472
wl_per_cell_um = 19.12
drt_iter0_drc = 478

[critical_path]
cp.required_ns = 6.56
endpoint = pc_out[6]
slowest_stage = o21ai_2
critical_path_class = input port to output port
cp_max_fo = 33
endpoint_kind = output port
arrival_ns = 5.10
timing.critical_path.from = ins_func_code[5]
path_cells = clkdlybuf4s50_1, nor4_4, buf_4, nand2_1, o21ai_2, o21ai_0, a2111oi_0, clkdlybuf4s50_1
start_kind = input port
crit_top_cell = clkdlybuf4s50_1
cp_slowest_stage_delay_ns = 0.79

[die]
die_w_um = 86.12
fp-utilization_pct = 41.43
die_y_um = 86.12
coreArea_mm2 = 0.006832
ioPinCount = 173
rows = 30
die-area_mm2 = 0.007416

[sta]
setup_violations = 0
finalClockPeriodUsage_pct = 82.16
slew_headroom_pct = 35.10
hold_viol_final = 0
slew_viol_final = 0
fmax_mhz = 148.4
rsz0062_at_grt = false
finalCriticalPeriod_ns = 6.737
setup_ws_ns = 1.463
fin_tns_setup_ns = 0
worst_pin_slew_ns = 0.9671

[pwr]
ir_drop_uv = 26.77
total_leakage_power_uw = 0.001624
p_per_area_mw_per_mm2 = 50.92

[finish]
most-common-layout-cells = 172 x clkdlybuf4s50_1, 46 x nor2_1, 43 x o21ai_0, 41 x a21oi_1, 32 x nand2_1
area_growth_pct = 63.84
regMostFlops = old_flag
mostFrequentLayoutCell = clkdlybuf4s50_1
final_cells = 702
nFillCells = 593
top_regs = old_flag: 1 flops
largest_register_ffs = 1
drive_gt1_share_pct = 5.116

[place]
port_buffers = 172
placed_cells = 702
dp_hpwl_mm = 9.897
gp_congestion = 1.004
post-place-ws_ns = 1.603

[grt]
grt_usage_pct = 35.70
grt_pass1_vias = 4053
grt_pass1_wl_mm = 20.80
overflow = 0
antenna_found_initial = 0
grt_max_degree = 36

[clock_network]
cts_resized = 0
hold_buffers = 0
clk_pin_slew_ns = 0
post_cts_buffers = 0

[run]
tool_warnings = 29
maxCapViolations = 0

[hold_path]
hp-class = input port to register
[cell type report]
class                   instances  area, µm²  area share, %
flip-flops and latches          1      20.02         0.4317
inverters                      20      75.07          1.619
repair buffers                185       1819          39.23
multi-input cells             400       2603          56.13
well taps                      96      120.1          2.590
[routing by layer]
layer  wire length [µm]  part of all wire, %  track usage, %  vias to the layer above
li1                   -                    -               -                     2080
met1               5500                   41           50.83                     2053
met2               5948                   44           54.91                      312
met3               1673                   12           6.445                       27
met4                299                  2.2           11.06                        0
met5                  0                    0               0                        -
[cells by family after synthesis]
family,Yosys count,synth area share (%)
AOI/OAI and AO/OA,196,47.57
and+or+nand+nor,170,32.85
buffers and inverters,53,7.737
xor gates and xnor gates,29,9.240
muxes,4,1.459
adders and majority gates,1,0.4420
DFF,1,0.7074
[worst min path at each step]
stage	cells after the start	slack (ns)	startpoint	endpoint
after CTS	2	2.20	alu_flag[2]	old_flag[2]
after global routing	2	2.22	alu_flag[2]	old_flag[2]
final	2	2.20	alu_flag[2]	old_flag[2]
[cells in the mapped netlist (4+ instances only)]
master / n
nand4_1: 11
o21ai_0: 43
clkbuf_1: 24
a222oi_1: 7
inv_1: 19
and3_1: 7
nor2b_1: 5
xor2_1: 8
nor4_1: 4
xnor2_1: 20
nand3_1: 15
o211ai_1: 5
a22oi_1: 19
o21a_1: 4
nor3_1: 16
a21oi_1: 41
nand2b_1: 11
nand2_1: 32
nor2_1: 47
o22ai_1: 9
a22o_1: 9
a221o_1: 4
a31oi_1: 5
a221oi_1: 7
a211oi_1: 6
[worst max-delay path: cells and delay by family]
kind | cells | cell delay (ns)
AND-OR/OR-AND | 3 | 1.46
AND/OR/NAND/NOR | 2 | 0.64
buffers and inverters | 3 | 1.35
[report_power, final]
part,switching (µW),internal (µW)
registers,0.305,5.24
clock network,0,0
logic,105,125
[per-stage QoR]
stage,util [%],area [µm²],hold WS (ns),power (µW)
6_report,67.88,4637,2.201,236.1
3_3_place_gp,67.88,4637,2.199,230.2
4_1_cts,67.88,4637,2.205,232.5
5_1_grt,67.88,4637,2.222,251.9
2_1_floorplan,-,2830,1.768,96.41
3_5_place_dp,67.88,4637,2.204,230.9
No activity file was given, so power comes from the tool's default toggle rates.
