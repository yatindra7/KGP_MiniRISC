[flow/run.sh]
#!/bin/bash
# OpenROAD 26Q1-2900-gdf79404cd8, Yosys 0.63+post, stock flow scripts
make -C /OpenROAD-flow-scripts/flow DESIGN_CONFIG=/design/flow/config.mk WORK_HOME=/design/flow/orfs finish
[flow/config.mk]
export PLATFORM = sky130hd
export DESIGN_NAME = register_file
export DESIGN_NICKNAME = register_file
export VERILOG_FILES = /design/flow/design.v
export SDC_FILE = /design/flow/constraint.sdc
export NUM_CORES = 4
export LEC_CHECK = 1
export CORE_UTILIZATION = 40
[flow/constraint.sdc]
current_design register_file

set clk_period 23.6
set clk_io_pct 0.2

create_clock -name clk0 -period $clk_period [get_ports {clk}]

set non_clock_inputs [all_inputs -no_clocks]
set_input_delay [expr $clk_period * $clk_io_pct] -clock clk0 $non_clock_inputs
set_output_delay [expr $clk_period * $clk_io_pct] -clock clk0 [all_outputs]
[flow/design.v]
`timescale 1ns / 1ps
module register_file(
    input [5:0] reg1addr,
    input [5:0] reg2addr,
    input [1:0] write_reg_ctl,
    input [31:0] write_data,
    output [31:0] reg1out,
    output [31:0] reg2out,
	 output [31:0] reg_show1, reg_show2, reg_show3, reg_show4, reg_show5,
	 output [31:0] reg_show6, reg_show7, reg_show8, reg_show9, reg_show10,
    input clk,
    input rst
    );
    reg [31:0] registers[63:0];
	 assign reg_show1=registers[1];
	 assign reg_show2=registers[2];
	 assign reg_show3=registers[3];
	 assign reg_show4=registers[4];
	 assign reg_show5=registers[5];
	 assign reg_show6=registers[6];
	 assign reg_show7=registers[7];
	 assign reg_show8=registers[8];
	 assign reg_show9=registers[9];	 
	 assign reg_show10=registers[10];
	 integer i;
    assign reg1out = registers[reg1addr];
    assign reg2out = registers[reg2addr];
    always @(posedge clk) begin
        if(rst) begin
				for(i=0;i<64;i=i+1)
					registers[i] <= 0;
        end else begin
            case(write_reg_ctl)
                2'b10: registers[reg1addr] <= write_data;
                2'b11: registers[reg2addr] <= write_data;
                2'b01: registers[6'b011111] <= write_data;	 
					 default: begin
					 end
            endcase
        end
    end
endmodule
==> Slide: Implementation Results <==
Implementation Results

Yosys
  • Most frequent cell after synthesis: and2_1
  • Cell area after synthesis: 109,600 um2
  • Async set or reset register ratio after synthesis: 0
  • Syn_area_per_cell: 15.90 um2
  • Main synth FF type: edfxtp_1
  • Top cells by area: edfxtp_1 56%, mux4_2 23%, and2_1 12%, mux2i_1 1.8%, clkbuf_1 1.8%
  • Yosys reg bits: 2,048
  • Synth cell count leaders: 2,052 x and2_1, 2,048 x edfxtp_1, 1,142 x mux4_2, 517 x clkbuf_1, 194 x mux2i_1
  • Synth area leader: edfxtp_1
  • Post-synth seq share: 0.5611
  • # Cells Yosys: 6,895
  • Yosys stat chip area: 109,600 um2
  • Number of enable flip-flop cells: 2,048
  • Yosys Warn Count: 1
  • Post-Synthesis Cells: 6,895
  • Largest type area fraction: 0.5611
  • Unique cell types: 39

Final timing
  • Worst slew pin tran: 1610 ps
  • Setup-failing EPs final: 0
  • Final WS setup: 7555 ps
  • Tmin final: 16,040 ps
  • Final Slew Violations: 1
  • Cycle use final: 0.6799
  • Max-slew headroom: -0.07341
  • Endpoints failing hold: 0
  • Setup TNS: 0 ps
  • Fmax: 0.06233 GHz
  • RSZ-0062 raised after global routing: false

Critical path
  • CP max FO: 44
  • Critical Path RT: 18,880 ps
  • CP arrival: 11,320 ps
  • Worst Setup SP: reg1addr[1]
  • CP startpoint kind: input pin
  • Critical path capture point type: primary output
  • Crit path kind: input pin to primary output

Global routing
  • Initial antenna violation count: 27
  • Global-route wire length before repair: 581,600 um
  • Largest net degree at the start of global routing: 65
  • Vias in the first global route: 72,290
  • Total grt overflow: 0
  • All-Layer GR Usage: 0.3375

Clock network
  • CTS resizes: 0
  • Clock buffer depth: 3
  • TritonCTS clock tree: done
  • Root Buffer: clkbuf_16
  • Clk slew on worst S/H paths: 60 ps
  • CTS Buf Count: 216
  • H-tree depth: 4
  • # clock sinks: 2,048
  • Cts hold-fix bufs: 0
  • # Post-CTS Setup Buffers: 0

Finish
  • Fillers: 22,520
  • Layout cell share with drive strength beyond 1: 0.2738
  • Finished Cell Area: 125,100 um2
  • Biggest regs: registers: 2048 flops
  • Most flop-heavy register: registers
  • Syn-to-layout area delta: 14.13%
  • Max reg flops: 2,048

Route
  • Routed vias/inst: 6.136
  • Iteration tally of the first detailed-router pass: 5
  • Drt wl/cell: 39.10 um
  • Routed vias: 66,580
  • DRT iter0 DRCs: 4,550
  • WL final: 424,300 um
  • Antenna Nets Post-Route: 0
  • Drt drc: 0

Floorplan
  • Die Ht: 525.5 um
  • Chip area: 276,100 um2
  • Num rows: 191
  • I/O pins: 432
  • Initial cell density of the core: 0.4034
  • Core area: 271,700 um2
  • Die W: 525.5 um

Worst hold path
  • Hold crit path type: input pin to flip-flop
  • Min-Delay Startpoint: write_data[31]
  • Hold Path Stages: 2
  • Worst min-delay path endpoint: registers[43][31]

Run
  • OpenROAD warnings: 26
  • Total of max-cap violations: 0

Power
  • VDD IR max: 79.02 uV
  • Leakage power: 42.03 nW
  • Power density over the cells: 70.73 nW/um2

Place
  • Dpl hpwl: 265,400 um
  • Pre-CTS WS: 7838 ps
  • Port Buffers: 431
  • GPL Wtd Cong: 0.9649
  • Placed instance area: 118,400 um2

Status
  • Run status: finished, violations left
  • Violated checks: slew limit
==> per-layer routing <==
layer,share of wire,vias to the layer above,routed length [um],GRT usage
met5,0.0035,-,1474,0.03879
met4,0.071,38,30280,0.1847
met3,0.19,1036,82120,0.2817
met2,0.45,5367,190100,0.4665
met1,0.28,33090,120400,0.3522
li1,-,27050,-,-
==> power breakdown <==
group | total, W | internal (W) | switching [W]
Combinational | 0.00125 | 0.000522 | 0.000731
Sequential | 0.00431 | 0.00420 | 0.000116
Clock | 0.00328 | 0.00182 | 0.00146
==> layout make-up <==
class / count / area (um2) / area share
antenna: 20 / 50.05 / 0.0004001
multi-input combinational: 4066 / 45780 / 0.3660
clock inverter: 112 / 935.9 / 0.007482
inverter: 1 / 8.758 / 0.00007002
sequential: 2048 / 61500 / 0.4916
timing repair buffer: 757 / 6653 / 0.05318
tap: 3570 / 4467 / 0.03571
clock buffer: 277 / 5698 / 0.04555
==> worst max-delay path: stages <==
cell	delay (ps)
buf_8	390
buf_4	660
buf_4	580
buf_4	630
buf_4	560
buf_4	560
mux4_2	380
mux4_2	560
a22oi_1	1220
buf_4	270
o221ai_1	210
clkdlybuf4s50_1	470
==> logic make-up after synthesis <==
| logic type | Yosys count | share of synthesized area |
|---|---|---|
| buf+inv | 781 | 0.03120 |
| compound gates | 348 | 0.02086 |
| mux | 1397 | 0.2587 |
| flops | 2048 | 0.5611 |
| simple gates | 2321 | 0.1281 |
==> how the worst max path moves through the flow <==
stage / to / slack, ps / cells past startpoint
CTS: reg1out[29] / 7840 / 12
global route: reg1out[29] / 7450 / 12
finish: reg1out[29] / 7560 / 12
==> through the flow <==
step                      total power [W]  hold slack, ps  utilization  std cells
after detailed placement         0.005614            5070       0.4358      10440
final                            0.008848            4194       0.4604      10850
after global routing             0.009065            4174       0.4602      10840
after floorplan                  0.004996            5024            -       6895
after CTS                        0.008860            4147       0.4602      10830
after global placement           0.005607            5076       0.4358      10440
==> cells in the final DEF, fill, tap and decap left out, types with 7 or more instances in the layout <==
cell             Yosys  layout
mux4_2            1142    1142
buf_2              144      34
clkbuf_1           517      58
o22ai_1             29      28
clkbuf_16            0     219
buf_4               35     324
o211ai_1            25      25
nor2_4               0      30
o21ai_4              0      63
nor2_2               0      35
a221o_1              8       8
mux2_2              58      58
a22o_1              13      13
clkinv_2             0      24
bufinv_16            0      11
clkinv_1             1      58
buf_8                0       7
nand2_1             81      81
a22oi_1             73      73
and2_1            2052    2052
diode_2              0      20
a21oi_1             67      65
o221ai_1            19      19
nor2b_1             33      29
nand3_1             24      24
edfxtp_1          2048    2048
nor2_1             100      35
a211oi_1            33      32
mux2i_1            194     194
o21ai_0             73      10
clkdlybuf4s50_1      0     389
Power figures rest on the tool's default switching activity, not on a simulated workload.
